==> design.v <==
`timescale 1ns / 1ps 
module lab3_2(
			input[3:0] number,
			input CLK, 
			input selection,
			input mode,
			input clear,
			output reg [7:0] digit1,
			output reg [7:0] digit0,
			output reg [7:0] count1,
			output reg [7:0] count0,
			output reg warning
    );
	reg [7:0] counter0;
	reg [7:0] counter1;
	reg [7:0] coun0;
	reg [7:0] coun1;
	initial begin
        digit0 = 8'b00000000;
		  digit1 = 8'b00000000;
		  count1 = 8'b00000000;
		  count0 = 8'b00000000;
		  counter1 = 8'b00000000;
		  counter0 = 8'b00000000;
		  coun1 = 8'b00000000;
		  coun0 = 8'b00000000;
	end
	always@(posedge CLK) begin
			if(clear == 1'b1) begin
				digit0 <= 8'b00000000;
				digit1 <= 8'b00000000;
				count0 <= 8'b00000000;
				count1 <= 8'b00000000;
				counter1 <= 8'b00000000;
				counter0 <= 8'b00000000;
				coun1 <= 8'b00000000;
		      		coun0 <= 8'b00000000;
				warning <= 1'b0;
			end
			if(selection == 1'b0 && clear == 1'b0) begin
						if(mode == 1'b1) begin	
							case (number)
								4'b0010 : begin digit0 <= 8'b00000010;	digit1 <= 8'b00000011;  warning <= 1'b0; if(coun1 == 8'b00001001) begin count1 <= 8'b00000000; coun1 <= 8'b00000000; count0 <= coun0; end else begin count1 <= coun1 + 1; coun1 <= coun1 + 1; count0 <= coun0; end  end
								4'b0011 : begin digit0 <= 8'b00000011;	digit1 <= 8'b00000101;  warning <= 1'b0; if(coun1 == 8'b00001001) begin count1 <= 8'b00000000; coun1 <= 8'b00000000; count0 <= coun0; end else begin count1 <= coun1 + 1; coun1 <= coun1 + 1; count0 <= coun0; end  end
								4'b0101 : begin digit0 <= 8'b00000101;	digit1 <= 8'b00000111;	warning <= 1'b0; if(coun1 == 8'b00001001) begin count1 <= 8'b00000000; coun1 <= 8'b00000000; count0 <= coun0; end else begin count1 <= coun1 + 1; coun1 <= coun1 + 1; count0 <= coun0; end  end 
								4'b0111 : begin digit0 <= 8'b00000111;	digit1 <= 8'b00001011;  warning <= 1'b0; if(coun1 == 8'b00001001) begin count1 <= 8'b00000000; coun1 <= 8'b00000000; count0 <= coun0; end else begin count1 <= coun1 + 1; coun1 <= coun1 + 1; count0 <= coun0; end  end
								4'b1011 : begin digit0 <= 8'b00001011;	digit1 <= 8'b00001101;  warning <= 1'b0; if(coun1 == 8'b00001001) begin count1 <= 8'b00000000; coun1 <= 8'b00000000; count0 <= coun0; end else begin count1 <= coun1 + 1; coun1 <= coun1 + 1; count0 <= coun0; end  end
								4'b1101 : begin digit0 <= 8'b00001101;	digit1 <= 8'b00000010;  warning <= 1'b0; if(coun1 == 8'b00001001) begin count1 <= 8'b00000000; coun1 <= 8'b00000000; count0 <= coun0; end else begin count1 <= coun1 + 1; coun1 <= coun1 + 1; count0 <= coun0; end  end
								default : warning <= 1'b1;
							endcase	
						end
						else if(mode == 1'b0) begin	
							case (number) 
								4'b0010 : begin digit0 <= 8'b00000010;	digit1 <= 8'b00001101;  warning <= 1'b0; if(coun0 == 8'b00001001) begin count0 <= 8'b00000000; coun0 <= 8'b00000000; count1 <= coun1; end else begin count0 <= coun0 + 1; coun0 <= coun0 + 1; count1 <= coun1; end end
								4'b0011 : begin digit0 <= 8'b00000011;	digit1 <= 8'b00000010;  warning <= 1'b0; if(coun0 == 8'b00001001) begin count0 <= 8'b00000000; coun0 <= 8'b00000000; count1 <= coun1; end else begin count0 <= coun0 + 1; coun0 <= coun0 + 1; count1 <= coun1; end  end
								4'b0101 : begin digit0 <= 8'b00000101;	digit1 <= 8'b00000011;	warning <= 1'b0; if(coun0 == 8'b00001001) begin count0 <= 8'b00000000; coun0 <= 8'b00000000; count1 <= coun1; end else begin count0 <= coun0 + 1; coun0 <= coun0 + 1; count1 <= coun1; end  end 
								4'b0111 : begin digit0 <= 8'b00000111;	digit1 <= 8'b00000101;  warning <= 1'b0; if(coun0 == 8'b00001001) begin count0 <= 8'b00000000; coun0 <= 8'b00000000; count1 <= coun1; end else begin count0 <= coun0 + 1; coun0 <= coun0 + 1; count1 <= coun1; end  end
								4'b1011 : begin digit0 <= 8'b00001011;	digit1 <= 8'b00000111;  warning <= 1'b0; if(coun0 == 8'b00001001) begin count0 <= 8'b00000000; coun0 <= 8'b00000000; count1 <= coun1; end else begin count0 <= coun0 + 1; coun0 <= coun0 + 1; count1 <= coun1; end  end
								4'b1101 : begin digit0 <= 8'b00001101;	digit1 <= 8'b00001011;  warning <= 1'b0; if(coun0 == 8'b00001001) begin count0 <= 8'b00000000; coun0 <= 8'b00000000; count1 <= coun1; end else begin count0 <= coun0 + 1; coun0 <= coun0 + 1; count1 <= coun1; end  end
								default : warning <= 1'b1;
							endcase	
						end
			end
			else if(selection == 1'b1 && clear == 1'b0)
						if(mode == 1'b1) begin
							case (number)
								4'b0001 : begin digit0 <= 8'b00000001;	digit1 <= 8'b00000010;  warning <= 1'b0; if(counter1 == 8'b00001001) begin count1 <= 8'b00000000; counter1 <= 8'b00000000; count0 <= counter0; end else begin count1 <= counter1 + 1; counter1 <= counter1 + 1; count0 <= counter0; end  end
								4'b0100 : begin digit0 <= 8'b00000100;	digit1 <= 8'b00001000;  warning <= 1'b0; if(counter1 == 8'b00001001) begin count1 <= 8'b00000000; counter1 <= 8'b00000000; count0 <= counter0; end else begin count1 <= counter1 + 1; counter1 <= counter1 + 1; count0 <= counter0; end end
								4'b0110 : begin digit0 <= 8'b00000110;	digit1 <= 8'b00001100;	warning <= 1'b0; if(counter1 == 8'b00001001) begin count1 <= 8'b00000000; counter1 <= 8'b00000000; count0 <= counter0; end else begin count1 <= counter1 + 1; counter1 <= counter1 + 1; count0 <= counter0; end end
								4'b1000 : begin digit0 <= 8'b00001000;	digit1 <= 8'b00000000;  warning <= 1'b0; if(counter1 == 8'b00001001) begin count1 <= 8'b00000000; counter1 <= 8'b00000000; count0 <= counter0; end else begin count1 <= counter1 + 1; counter1 <= counter1 + 1; count0 <= counter0; end end
								4'b1001 : begin digit0 <= 8'b00001001;	digit1 <= 8'b00000010;  warning <= 1'b0; if(counter1 == 8'b00001001) begin count1 <= 8'b00000000; counter1 <= 8'b00000000; count0 <= counter0; end else begin count1 <= counter1 + 1; counter1 <= counter1 + 1; count0 <= counter0; end end
								4'b1010 : begin digit0 <= 8'b00001010;	digit1 <= 8'b00000100;  warning <= 1'b0; if(counter1 == 8'b00001001) begin count1 <= 8'b00000000; counter1 <= 8'b00000000; count0 <= counter0; end else begin count1 <= counter1 + 1; counter1 <= counter1 + 1; count0 <= counter0; end end
								4'b1100 : begin digit0 <= 8'b00001100;	digit1 <= 8'b00001000;  warning <= 1'b0; if(counter1 == 8'b00001001) begin count1 <= 8'b00000000; counter1 <= 8'b00000000; count0 <= counter0; end else begin count1 <= counter1 + 1; counter1 <= counter1 + 1; count0 <= counter0; end end
								4'b1110 : begin digit0 <= 8'b00001110;	digit1 <= 8'b00001100;  warning <= 1'b0; if(counter1 == 8'b00001001) begin count1 <= 8'b00000000; counter1 <= 8'b00000000; count0 <= counter0; end else begin count1 <= counter1 + 1; counter1 <= counter1 + 1; count0 <= counter0; end end
								4'b1111 : begin digit0 <= 8'b00001111;	digit1 <= 8'b00001110;  warning <= 1'b0; if(counter1 == 8'b00001001) begin count1 <= 8'b00000000; counter1 <= 8'b00000000; count0 <= counter0; end else begin count1 <= counter1 + 1; counter1 <= counter1 + 1; count0 <= counter0; end end
								default : warning <= 1'b1;
							endcase
						end
						else  if(mode == 1'b0) begin
							case (number)
								4'b0001 : begin digit0 <= 8'b00000001;	digit1 <= 8'b00000000;  warning <= 1'b0; if(counter0 == 4'b1001) begin count0 <= 4'b0000; counter0 <= 4'b0000; count1 <= counter1; end else begin count0 <= counter0 + 1; counter0 <= counter0 + 1; count1 <= counter1; end  end
								4'b0100 : begin digit0 <= 8'b00000100;	digit1 <= 8'b00000010;  warning <= 1'b0; if(counter0 == 4'b1001) begin count0 <= 4'b0000; counter0 <= 4'b0000; count1 <= counter1; end else begin count0 <= counter0 + 1; counter0 <= counter0 + 1; count1 <= counter1; end  end
								4'b0110 : begin digit0 <= 8'b00000110;	digit1 <= 8'b00000011;	warning <= 1'b0; if(counter0 == 4'b1001) begin count0 <= 4'b0000; counter0 <= 4'b0000; count1 <= counter1; end else begin count0 <= counter0 + 1; counter0 <= counter0 + 1; count1 <= counter1; end  end
								4'b1000 : begin digit0 <= 8'b00001000;	digit1 <= 8'b00000100;  warning <= 1'b0; if(counter0 == 4'b1001) begin count0 <= 4'b0000; counter0 <= 4'b0000; count1 <= counter1; end else begin count0 <= counter0 + 1; counter0 <= counter0 + 1; count1 <= counter1; end  end
								4'b1001 : begin digit0 <= 8'b00001001;	digit1 <= 8'b00000100;  warning <= 1'b0; if(counter0 == 4'b1001) begin count0 <= 4'b0000; counter0 <= 4'b0000; count1 <= counter1; end else begin count0 <= counter0 + 1; counter0 <= counter0 + 1; count1 <= counter1; end  end
								4'b1010 : begin digit0 <= 8'b00001010;	digit1 <= 8'b00000101;  warning <= 1'b0; if(counter0 == 4'b1001) begin count0 <= 4'b0000; counter0 <= 4'b0000; count1 <= counter1; end else begin count0 <= counter0 + 1; counter0 <= counter0 + 1; count1 <= counter1; end  end
								4'b1100 : begin digit0 <= 8'b00001100;	digit1 <= 8'b00000110;  warning <= 1'b0; if(counter0 == 4'b1001) begin count0 <= 4'b0000; counter0 <= 4'b0000; count1 <= counter1; end else begin count0 <= counter0 + 1; counter0 <= counter0 + 1; count1 <= counter1; end  end
								4'b1110 : begin digit0 <= 8'b00001110;	digit1 <= 8'b00000111;  warning <= 1'b0; if(counter0 == 4'b1001) begin count0 <= 4'b0000; counter0 <= 4'b0000; count1 <= counter1; end else begin count0 <= counter0 + 1; counter0 <= counter0 + 1; count1 <= counter1; end  end
								4'b1111 : begin digit0 <= 8'b00001111;	digit1 <= 8'b00000111;  warning <= 1'b0; if(counter0 == 4'b1001) begin count0 <= 4'b0000; counter0 <= 4'b0000; count1 <= counter1; end else begin count0 <= counter0 + 1; counter0 <= counter0 + 1; count1 <= counter1; end  end
								default : warning <= 1'b1;
							endcase	
						end
			end
endmodule
==> run.sh <==
#!/bin/bash
# OpenROAD 26Q1-2900-gdf79404cd8, Yosys 0.63+post, stock flow scripts
make -C /OpenROAD-flow-scripts/flow DESIGN_CONFIG=/design/flow/config.mk WORK_HOME=/design/flow/orfs finish
==> config.mk <==
export PLATFORM = sky130hd
export DESIGN_NAME = lab3_2
export DESIGN_NICKNAME = lab3_2
export VERILOG_FILES = /design/flow/design.v
export SDC_FILE = /design/flow/constraint.sdc
export NUM_CORES = 4
export LEC_CHECK = 1
export CORE_UTILIZATION = 50
==> constraint.sdc <==
current_design lab3_2

set clk_period 5.4
set clk_io_pct 0.2

create_clock -name clk0 -period $clk_period [get_ports {CLK}]

set non_clock_inputs [all_inputs -no_clocks]
set_input_delay [expr $clk_period * $clk_io_pct] -clock clk0 $non_clock_inputs
set_output_delay [expr $clk_period * $clk_io_pct] -clock clk0 [all_outputs]
==> results.json <==
{
  "yosysChipArea_sq_um": 4120,
  "die_x_microns": 92.8,
  "fmax_mhz": 257,
  "grt_busiest_layer": "met1",
  "io_pins": 41,
  "synth_flops": 65,
  "clk_pin_slew_ns": 0.08,
  "critPathRequiredTime_ns": 5.69,
  "critPathKind": "in2reg",
  "reg2reg_slack_ns": 3.31,
  "critical_path.top_delay_family": "simple AND/OR/NAND/NOR gates",
  "synth_top_flop_cell": "dfxtp_1",
  "antenna_cells": 0,
  "maxSlewHeadroom_pct": 42.8,
  "fillers": 741,
  "first_global_vias": 3509,
  "gr-usage-all-layers_pct": 27.9,
  "routed-via-count": 3950,
  "instances_no_fill": 649,
  "end_kind": "register",
  "synth_cells": 526,
  "grt_util_met3_pct": 3.93,
  "syn-cell-area_sq_um": 4120,
  "dp_cells": 633,
  "port_buffers": 40,
  "cp-start-kind": "primary input",
  "layout_top_cell": "dfxtp_1",
  "die_h_microns": 92.8,
  "async_flop_share_pct": 0,
  "final.setup.tns_ns": 0,
  "detail_route.wl_per_cell_microns": 17.4,
  "wl_mm": 11.3,
  "worst_r2r_endpoint": "coun1[6]",
  "grt_pass1_wl_mm": 18.5,
  "rsz0062_at_grt": "no",
  "use_met1_pct": 45.7,
  "tightest_slew_ns": 0.853,
  "hold_buffers": 0,
  "die-area_sq_um": 8610,
  "antenna_found_initial": 0,
  "use_met2_pct": 40.9,
  "synthDistinctLibCells": 76,
  "worstPathMaxFanout": 25,
  "cts-root-buf": "clkbuf_8",
  "grt_max_degree": 44,
  "setup_viol": 0,
  "synth_warnings": 1,
  "period_used_pct": 72.1,
  "clock_latency_ns": 0.35,
  "logic_area_sq_um": 2590,
  "cts_tree": "built",
  "crit_slowest_cell": "clkdlybuf4s50_1",
  "core.rowCount": 32,
  "postRouteAntennaNets": 0,
  "viasPerCell": 6.09,
  "ys_seq_share_pct": 31.8,
  "drv_slew": 0,
  "critPathLaunch": "number[1]",
  "drc_errors": 0,
  "drv_cap": 0,
  "reg2reg_from": "coun1[1]",
  "cts_htree_levels": 3,
  "path_buffers": 1,
  "initCoreUtil_pct": 52.5,
  "post-route-min-period_ns": 3.89,
  "rr_worst_depth": 7,
  "whs_ns": 0.464,
  "hold_viol": 0,
  "yosysCellCount": 526,
  "drt-initial-drc-count": 303,
  "lay_top_cells": "dfxtp_1, nand2_1, nor2_1, clkdlybuf4s50_1, nand3_1",
  "outcome": "finished, final reports clean",
  "fin_skew_ns": 0.0123,
  "crit_path_frequent_cell": "nand3_1",
  "core_area_sq_um": 7850,
  "warning_count": 31,
  "cts.sinks": 65,
  "ctsResizeCount": 0,
  "place_hpwl_mm": 7.74,
  "first_pass_iters": 5,
  "p_leak_nw": 1.63,
  "crit_end": "counter1[3]",
  "hp-class": "reg2reg",
  "regArea_sq_um": 1310,
  "cts_buffers": 9,
  "final_layout_size_suffix_gt1_share_pct": 8.23,
  "avgSynthCellArea_sq_um": 7.83,
  "crit_chain": "clkdlybuf4s50_1, nand3_1, nand3_1, nand3_1, or3_1, a21oi_1",
  "max_stage_delay_ns": 0.99,
  "syn2layout_area_growth_pct": 14.2,
  "crit_cells": 6,
  "power.density_nw_per_um2": 230,
  "edf_count": 1,
  "clockBufferDepth": 2,
  "ir_drop_uv": 132,
  "overflow": 0,
  "finalWeightedCongestion": 0.873,
  "worstPathArrival_ns": 4.18,
  "post-cts-setup-buffer-count": 0
}
[metal layers]
| metal | share of wire, % | wire, microns | vias up |
|---|---|---|---|
| met5 | 0 | 0 | - |
| met4 | 1.0 | 113 | 0 |
| met3 | 5.0 | 565 | 10 |
| met2 | 44 | 4960 | 124 |
| met1 | 50 | 5660 | 1844 |
| li1 | - | - | 1972 |
[kinds of logic after synthesis]
group,share of synthesized area [%]
multiplexers,2.00
adder cells (fa/ha/maj),2.43
flip-flops,31.8
buffers and inverters,5.34
other,0.0910
AND/OR/NAND/NOR,27.6
AND-OR/OR-AND,25.0
XOR/XNOR,5.74
[worst min path at each step]
stage                to  slack, ns  depth (start not counted)      start
CTS           digit0[7]       0.47                          1  digit0[7]
global route  digit1[6]       0.48                          1  digit1[6]
finish        digit0[7]       0.46                          1  digit0[7]
[layout make-up]
type                    instances  share of cell area (%)
repair buffers                 47                    9.63
inverters                      11                   0.877
clock inverters                 7                    1.28
flip-flops and latches         65                    27.9
clock buffers                   9                    2.63
multi-input cells             408                    55.0
well taps                     102                    2.71
[sequential cells by signal, indices dropped and copies added, names as in the netlist]
signal / cells
digit0: 8
digit1: 8
count0: 8
coun1: 8
count1: 8
counter0: 8
coun0: 8
warning: 1
counter1: 8
[Yosys cell counts, drive strengths merged, types with 8 or more instances]
master / number / share of area (%)
buf: 18 / 2.2
o21ai: 24 / 2.9
xor2: 8 / 1.7
dfxtp: 64 / 31
nand2: 51 / 4.8
nor2: 44 / 4.0
nor3: 26 / 3.4
a31oi: 13 / 2.3
a21oi: 29 / 3.5
and2: 9 / 1.4
nand3: 39 / 4.7
xnor2: 19 / 4.0
ha: 8 / 2.4
and3: 11 / 1.7
inv: 10 / 0.91
clkbuf: 24 / 2.2
[worst register-to-register path, cell delays in order (launching register included)]
cell      delay [ns]
dfxtp_1         0.43
inv_1           0.09
ha_1            0.17
nor4bb_1        0.14
and2_1          0.18
nor3_1          0.60
o21ai_0         0.21
a31oi_1         0.20
[where the power goes]
| group | internal (mW) | switching (mW) | total, mW |
|---|---|---|---|
| clock network | 0.174 | 0.223 | 0.397 |
| logic | 0.0734 | 0.0993 | 0.173 |
| registers | 0.496 | 0.0149 | 0.511 |
| total | 0.744 | 0.337 | 1.08 |
[metrics by stage]
step	instance area (sq um)	power, mW	utilization, %	setup WS (ns)
2_1_floorplan	4120	0.625	-	2.81
3_3_place_gp	4520	0.691	57.6	1.32
3_5_place_dp	4520	0.692	57.6	1.23
4_1_cts	4710	1.09	60.0	1.59
5_1_grt	4710	1.14	60.0	1.33
6_report	4710	1.08	60.0	1.51
Power figures rest on the tool's default switching activity, not on a simulated workload.
